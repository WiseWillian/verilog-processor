## flow/run.sh

```bash
#!/bin/bash
# OpenROAD 26Q1-2900-gdf79404cd8, Yosys 0.63+post, stock flow scripts
make -C /OpenROAD-flow-scripts/flow DESIGN_CONFIG=/design/flow/config.mk WORK_HOME=/design/flow/orfs finish
```

## flow/config.mk

```make
export PLATFORM = sky130hd
export DESIGN_NAME = ula
export DESIGN_NICKNAME = ula
export VERILOG_FILES = /design/flow/design.v
export SDC_FILE = /design/flow/constraint.sdc
export NUM_CORES = 4
export LEC_CHECK = 1
export CORE_AREA = 10 10 80 80
export DIE_AREA = 0 0 90 90
```

## flow/constraint.sdc

```tcl
current_design ula

set clk_period 9.5
set clk_io_pct 0.2

create_clock -name clk0 -period $clk_period

set non_clock_inputs [all_inputs -no_clocks]
set_input_delay [expr $clk_period * $clk_io_pct] -clock clk0 $non_clock_inputs
set_output_delay [expr $clk_period * $clk_io_pct] -clock clk0 [all_outputs]
```

## flow/design.v

```verilog
module ula(a, b, controle, s);
	input [15:0] a, b;
	input [1:0] controle;
	output reg [15:0] s;
	always@*
	begin
		case(controle)
			2'b00: s = a + b;
			2'b01: s = a | b;
			2'b10: s = a & b;
			2'b11: s = ~a;
		endcase
	end
endmodule
```

==> out/results.txt <==
Post-DP HPWL: 3150 um
Syn Inst Count: 194
Drt first pass iters: 6
Hold Crit Class: in -> out
Initial core utilization: 0.313
Unique cell types: 37
Netlist Area Pre-Place: 1480 um^2
Stages on the worst setup path: 10
Data arrival time of the worst path: 4590 ps
Average size of a mapped cell: 7.61 um^2
Top sig layer: met3
Synth top area share: 0.280
I/O pins: 50
Area growth from synthesis to final layout: 39.1%
Worst setup path start: a[1]
Worst Path Buf+Inv: 3
WP data required: 7600 ps
Relative slew slack: 0.654
Cycle use final: 0.683
Crit end category: output port
Final slew viol count: 0
M1 WL: 1890 um
Period minus WS final: 6490 ps
Worst vdd ir: 0.0000199 V
Worst Hold Depth: 4
CP delay by family, top: AND-OR/OR-AND gates
Hold Worst Slack: 4920 ps
Vias in the first global route: 1,370
CP peak stage delay: 510 ps
Power Dens Cells: 54.1 nW/um^2
Layout clock buffers: 0
Met3 WL: 148 um
Post-CTS resize count: 0
Core ar.: 4720 um^2
Share of cells above drive strength 1: 0.100
Final count of hold timing violations: 0
Final setup viols: 0
CP Max Fanout: 3
Initial drt markers: 49
Stage-log warning count: 49
Sum Neg Setup Slack: 0 ps
Most used cell, CP: clkdlybuf4s50_1
Sequential area share after synthesis: 0
Die area: 8100 um^2
DRC Markers: 0
Initial antenna violation count: 0
Max-Cap Viols: 0
Cell taking the most area after synthesis: ha_1
Detail Route Antenna Nets: 0
Via count: 1,411
Fill count: 481
GRT overflow: 0
Cell row count: 25
Detailed Route WL: 3660 um
First-pass GRT wire length: 6510 um
Die height: 90 um
CP Class: in -> out
Design Power: 111 uW
Worst-Margin Slew: 518 ps
Flop count: 0
Cell breakdown of the critical path: clkdlybuf4s50_1 > inv_1 > ha_1 > a21oi_1 > o211ai_1 > a41oi_1 > o21ai_1 > xnor2_1 > a221oi_1 > clkdlybuf4s50_1
Largest net degree at the start of global routing: 23
YS warnings: 1
RSZ-0062 raised after global routing: no
Yosys cell count: 194
Leakage: 0.964 nW
Vias per Instance: 4.60
Post-CTS setup buffer count: 0
Die W: 90 um
Hold_buf cts: 0
F_max: 154 MHz
Top cells by area: ha_1, mux4_2, inv_1, a21oi_1, xnor2_1
Tot GR Track Use: 0.0912
Final Wtd Congestion: 0.824
Slowest cell on crit path: clkdlybuf4s50_1
IO Port Bufs: 50
Critical Path Start Type: primary input
ANT cells: 0
DR WL/cell: 11.9 um
Storage cell area: 0 um^2
Start point of the worst min-delay path: a[15]
Yosys synthesis chip area: 1480 um^2
WL met2: 1620 um
Status: completed
## where the power goes
| group | switching, mW | total [mW] | internal, mW | leakage, nW |
|---|---|---|---|---|
| combinational | 0.0470 | 0.111 | 0.0641 | 0.964 |
| clock | 0 | 0 | 0 | 0 |
| sequential | 0 | 0 | 0 | 0 |
## layout by cell type, fill, tap and decap left out, drive strengths merged, types with 2 or more instances in the layout
master         instances
buf                    2
nand2b                 2
mux4                   7
nand4                  2
a221oi                 5
inv                   40
xor2                   4
nand3                  4
a22oi                  3
o211ai                 2
xnor2                  9
and3                   3
clkdlybuf4s50         50
nand2                 12
o21ai                 12
o21bai                 2
mux2i                  3
nor2                  11
ha                    33
a21oi                 18
mux2                   6
## cell type report
class,count,area [um^2],area share
multi-input cells,148,1300,0.635
repair buffers,52,515,0.251
inverters,40,150,0.0731
well taps,67,83.8,0.0408
## worst paths after layout
path | to | slack, ps
worst max-delay path | s[14] | 3010
worst min-delay path | s[15] | 4920
## metal layers
metal  GRT usage  up-vias
li1            -      766
met1       0.134      621
met2       0.147       24
met3      0.0134        0
met4           0        0
met5           0        -
## per-stage QoR
step,instance area [um^2],instances,setup slack (ps),util
finish,2050,307,3010,0.435
global route,2050,307,2730,0.435
CTS,2050,307,2990,0.435
detailed placement,2050,307,2990,0.435
global placement,2050,307,3020,0.435
floorplan,1480,194,4220,-
## synth_stat cells, drive strengths merged, types with 2 or more instances
cell and count:
and3 3, inv 40, nor2 11, o21bai 2, nand2 12, o21ai 12, ha 33, a221oi 5
a22oi 3, xnor2 9, clkbuf 5, nand3 4, nand4 2, mux4 7, a21oi 18, mux2i 3
xor2 4, o211ai 2, mux2 6, nand2b 2
## logic make-up (layout without fill, tap and decap cells)
family	count (synthesis)	count (layout)	share of synthesized area
buffers and inverters	46	92	0.117
and+or+nand+nor	37	37	0.117
xor gates and xnor gates	13	13	0.0771
muxes	16	16	0.173
AOI/OAI and AO/OA	49	49	0.236
adders and majority gates	33	33	0.280
No activity file was given, so power comes from the tool's default toggle rates.
