==> design.v <==
module multiplexador4bits(entrada0, entrada1, entrada2, entrada3, controle, saida);
  input [15:0] entrada0, entrada1, entrada2, entrada3;
  input [1:0] controle;
  output reg [15:0] saida;
  always@*
  begin
    case(controle)
      2'b00: saida <= entrada0;
      2'b01: saida <= entrada1;
      2'b10: saida <= entrada2;
      2'b11: saida <= entrada3;
    endcase
  end
endmodule
==> run.sh <==
#!/bin/bash
# OpenROAD 26Q1-2900-gdf79404cd8, Yosys 0.63+post, stock flow scripts
make -C /OpenROAD-flow-scripts/flow DESIGN_CONFIG=/design/flow/config.mk WORK_HOME=/design/flow/orfs finish
==> config.mk <==
export PLATFORM = sky130hd
export DESIGN_NAME = multiplexador4bits
export DESIGN_NICKNAME = multiplexador4bits
export VERILOG_FILES = /design/flow/design.v
export SDC_FILE = /design/flow/constraint.sdc
export NUM_CORES = 4
export LEC_CHECK = 1
export CORE_AREA = 10 10 71 71
export DIE_AREA = 0 0 81 81
==> constraint.sdc <==
current_design multiplexador4bits

set clk_period 1.0
set clk_io_pct 0.2

create_clock -name clk0 -period $clk_period

set non_clock_inputs [all_inputs -no_clocks]
set_input_delay [expr $clk_period * $clk_io_pct] -clock clk0 $non_clock_inputs
set_output_delay [expr $clk_period * $clk_io_pct] -clock clk0 [all_outputs]
==> qor.yml <==
global_routing:
  grt_pass1_vias: 801
  grt_usage_pct: 8.23
  grt-ovfl-total: 0
  grt_antenna_before_repair: 0
  grt_max_degree: 9
  grt_first_pass_wirelength_um: 4140
placed_design:
  gp_congestion: 0.840
  placedCellCount: 148
  port_buffers: 82
  dp_slack_ns: -1.10
  place_area_um2: 1300
yosys:
  logic_family: "multiplexers"
  synthCells: 20
  top_area_share_pct: 53.1
  yosys.area_share.aoi_pct: 0
  xor_share_pct: 0
  adder_share_pct: 0
  yosys-top-cells-area: "mux4_2, mux4_1, buf_12"
  syn_avg_cell_area_um2: 21.2
  simple_gate_area_share_pct: 0
  netlist_area_um2: 424
  yosysSeqAreaShare_pct: 0
  yosysCellCount: 20
  yosys_area_um2: 424
  mux_area_share_pct: 90.3
  synthDistinctLibCells: 5
  ys_warn_count: 1
  yosysTopAreaCell: "mux4_2"
setup_path:
  critPathArrivalTime_ns: 1.06
  cp_max_fo: 8
  crit_buf_inv: 3
  cp_cell_sequence: "buf_12 -> buf_12 -> mux4_2 -> buf_2"
  endpoint_kind: "output pin"
  crit_family: "multiplexers"
  worst_path_largest_cell_delay_ns: 0.50
  critical_path_class: "primary input to output pin"
  cp.required_ns: 0.80
  critical_path.most_common_cell: "buf_12"
  startpoint_type: "primary input"
  slowest_stage: "mux4_2"
min_path:
  min_to: "saida[2]"
  min_path_cells: 3
  hp-class: "primary input to output pin"
  worstHoldStart: "entrada2[2]"
pwr:
  power.density_nw_per_um2: 357
  p_leak_nw: 0.566
  irDropWorstVdd_mv: 0.125
timing:
  fmax_mhz: 796
  setup_ws_ns: -0.256
  worst_pin_slew_ns: 0.0923
  rsz0062_at_grt: "true"
  fin_crit_sh_pct: 126
  final.setup.tns_ns: -3.81
  hold_viol: 0
  fin_crit_ns: 1.26
  relSlewSlack_pct: 93.8
  drv_slew: 0
  final-setup-viol-count: 16
floorplan:
  fp.dieH_um: 81
  rows: 22
  core-area_um2: 3630
  dieArea_um2: 6560
  die_w_um: 81
  fp_util_pct: 11.7
  pin_count: 82
route:
  vias: 608
  ant_nets: 0
  drc_errors: 0
  first_pass_iters: 2
  drt-wirelength-per-cell_um: 18.7
  totalWireLength_um: 2820
  via_per_inst: 4.03
  dr.first_iter.drc_count: 3
clock_network:
  ctsHoldBuffers: 0
  postCtsSetupBuffers: 0
finish:
  fill_cells: 409
  final_util_pct: 32.7
  logic_area_um2: 360
  clkbuf_count: 0
  drive_above_1_share_pct: 37.3
  flops: 0
  final_cells: 151
  final_area_um2: 1190
  flop_area_um2: 0
  area_growth_pct: 180
outcome:
  violations: "setup timing"
  status: "finished, violations left"
job:
  openroad.warnings: 35
  drv_cap: 0
-- area by class of cell --
class                      instances  share of cell area (%)
antenna                            1                   0.211
timing repair buffer              86                    64.4
multi-input combinational         16                    30.3
tap                               48                    5.05
-- synthesized netlist by cell type (all sizes together) --
cell type  count
mux4          16
buf            4
-- cells by family (layout without fill, tap and decap cells) --
| logic type | after synthesis | in the layout |
|---|---|---|
| buffers and inverters | 4 | 86 |
| muxes | 16 | 16 |
| other | 0 | 1 |
-- worst max-delay path by stage --
stage	startpoint	endpoint	cells after the start
after CTS	controle[0]	saida[10]	4
after global routing	controle[0]	saida[12]	4
final	controle[0]	saida[10]	4
-- routing by layer --
layer,vias up,global-route usage (%),part of all wire [%]
li1,271,-,-
met1,273,9.78,39
met2,64,13.4,44
met3,0,5.01,17
met4,0,0,0
met5,-,0,0
-- per-stage QoR --
stage | total power [mW] | hold WS (ns)
floorplan | 0.139 | 0.559
CTS | 0.437 | 0.891
finish | 0.425 | 0.887
detailed placement | 0.545 | 1.53
global placement | 0.548 | 1.54
global route | 0.466 | 0.914
-- cells in the final DEF, fill, tap and decap left out, drive strengths merged --
cell type / instances
dlygate4sd2: 64
mux4: 16
diode: 1
bufbuf: 1
buf: 21
-- timing repair --
| action | in CTS | in global routing |
|---|---|---|
| setup endpoints to repair | 16 | 16 |
| gates resized | 132 | 0 |
| hold endpoints to repair | 0 | 0 |
| gates cloned | 2 | 0 |
-- power breakdown --
group          switching, mW  leakage, nW    total, mW  internal (mW)
clock network              0   0.00000634  0.000000134    0.000000134
registers                  0            0            0              0
logic                  0.107        0.566        0.425          0.318
total                  0.107        0.566        0.425          0.318
Power and IR drop assume default switching activity.
