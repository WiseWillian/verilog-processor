==> flow/design.v <==
module banco_registradores (Read1, Read2, WriteReg, WriteData, RegWrite, Data1, Data2, clock);
  input [2:0] Read1, Read2, WriteReg;  
  input [15:0] WriteData;  
  input RegWrite, clock;  
  output [15:0] Data1, Data2;  
  wire [15:0] s0, s1, s2, s3, s4, s5, s6, s7;
  wire [7:0] index;
  decodificador d1 (WriteReg, index);
  registrador r0 (WriteData, index[0], RegWrite, s0);
  registrador r1 (WriteData, index[1], RegWrite, s1);
  registrador r2 (WriteData, index[2], RegWrite, s2);
  registrador r3 (WriteData, index[3], RegWrite, s3);
  registrador r4 (WriteData, index[4], RegWrite, s4);
  registrador r5 (WriteData, index[5], RegWrite, s5);
  registrador r6 (WriteData, index[6], RegWrite, s6);
  registrador r7 (WriteData, index[7], RegWrite, s7);
  multiplexador m1 (s0, s1, s2, s3, s4, s5, s6, s7, Read1, Data1);
  multiplexador m2 (s0, s1, s2, s3, s4, s5, s6, s7, Read2, Data2);
endmodule
module decodificador(entrada, saida);
  input [2:0] entrada;
  output reg [7:0] saida;
  always@*
  begin
    case(entrada)
      3'b000: saida <= 8'b00000001;
      3'b001: saida <= 8'b00000010;
      3'b010: saida <= 8'b00000100;
      3'b011: saida <= 8'b00001000;
      3'b100: saida <= 8'b00010000;
      3'b101: saida <= 8'b00100000;
      3'b110: saida <= 8'b01000000;
      3'b111: saida <= 8'b10000000;
    endcase
  end
endmodule
module multiplexador(entrada0, entrada1, entrada2, entrada3, entrada4, entrada5, entrada6, entrada7, controle, saida);
  input [15:0] entrada0, entrada1, entrada2, entrada3, entrada4, entrada5, entrada6, entrada7;
  input [2:0] controle;
  output reg [15:0] saida;
  always@*
  begin
    case(controle)
      3'b000: saida <= entrada0;
      3'b001: saida <= entrada1;
      3'b010: saida <= entrada2;
      3'b011: saida <= entrada3;
      3'b100: saida <= entrada4;
      3'b101: saida <= entrada5;
      3'b110: saida <= entrada6;
      3'b111: saida <= entrada7;
    endcase
  end
endmodule
module registrador (dado, clock, habilita_escrita, saida);
  input [15:0] dado;
  input clock, habilita_escrita;
  output reg [15:0] saida;
  reg [15:0] q;
  always@(posedge clock)
  begin
    if(habilita_escrita)
    begin
      q <= dado;
    end
    else
    begin
      saida <= q;
    end
  end
endmodule
==> flow/run.sh <==
#!/bin/bash
# OpenROAD 26Q1-2900-gdf79404cd8, Yosys 0.63+post, stock flow scripts
make -C /OpenROAD-flow-scripts/flow DESIGN_CONFIG=/design/flow/config.mk WORK_HOME=/design/flow/orfs finish
==> flow/config.mk <==
export PLATFORM = sky130hd
export DESIGN_NAME = banco_registradores
export DESIGN_NICKNAME = banco_registradores
export VERILOG_FILES = /design/flow/design.v
export SDC_FILE = /design/flow/constraint.sdc
export NUM_CORES = 4
export LEC_CHECK = 1
export CORE_UTILIZATION = 30
==> flow/constraint.sdc <==
current_design banco_registradores

set clk_period 4.3
set clk_io_pct 0.2

create_clock -name clk0 -period $clk_period

set non_clock_inputs [all_inputs -no_clocks]
set_input_delay [expr $clk_period * $clk_io_pct] -clock clk0 $non_clock_inputs
set_output_delay [expr $clk_period * $clk_io_pct] -clock clk0 [all_outputs]
==> run summary <==
Implementation results are summarized by area below.

Outcome
The run finished with clean final reports.

Synth
The dominant cell type by area after synthesis is sky130_fd_sc_hd__edfxtp_1. For this run, the register share of the synthesized area comes to 0.760. Looking at the cell usage after synthesis, the top flip-flop cell is sky130_fd_sc_hd__edfxtp_1. The most instantiated library cell after synthesis is sky130_fd_sc_hd__edfxtp_1. The synth_stat.txt file lists the number of cells as 617. Yosys mapped a number of flops with a built-in enable equal to 256. By count the netlist is led by sky130_fd_sc_hd__edfxtp_1, sky130_fd_sc_hd__nor2_1, sky130_fd_sc_hd__a21oi_1. The synthesized netlist cell count is 617.

The main area contributors are sky130_fd_sc_hd__edfxtp_1, sky130_fd_sc_hd__mux2i_1, sky130_fd_sc_hd__mux2_2, sky130_fd_sc_hd__a21oi_1, sky130_fd_sc_hd__nor2_1. Counting flops with an async set or reset pin after synthesis yields a share of 0. The cell area that synthesis handed to floorplanning was 10100 sq um. The netlist uses 44 different library cells. The portion of synthesized cell area occupied by the leading cell type is 0.760.

The mean area per synthesized cell is 16.4 sq um. The Yosys chip area is 10100 sq um. Once synthesis finished, the tally of register bits stood at 256. The warning tally printed by Yosys for this design is 3.

Placement
The count of buffers inserted at the top-level ports is 58. The pre-CTS setup check shows a worst slack of 368 ps. The final weighted congestion of routability-driven global placement is 0.858. Detailed placement ended at an HPWL of 14300 microns.

Worst setup path
For this design, the slowest cell found on the critical path is sky130_fd_sc_hd__clkdlybuf4s50_1. The worst setup path is captured at an output port. The arrival time of data at the worst endpoint is listed as 3080 ps.

The classification of the worst setup path is in2out. The report lists the cells along the critical path as clkdlybuf4s50_1 -> and2b_1 -> and2_1 -> buf_4 -> a22oi_1 -> a31oi_1 -> clkdlybuf4s50_1. The largest single stage delay on the critical path is 530 ps.

The cell with the most instances on the worst path is sky130_fd_sc_hd__clkdlybuf4s50_1. The OpenROAD report gives the critical path a required time of 3440 ps. The highest net fanout along the worst path is 5. STA classifies the critical path startpoint as a primary input. In this run the worst setup path begins at Read1[0].

Power
The static leakage power is 3.72 nW. The highest supply drop recorded on VDD is 0.0643 mV. The script computed a power per unit cell area of 55.5 nW/um^2.

Job
The number of logged tool warnings is 33. The run reported a max-capacitance violation count of 0.

CTS
The number of resized instances in the post-cts repair step is 0. Looking at the post-CTS report, the setup buffer insertion count equals 0. The count of hold-fix buffers inserted at cts is 0.

Detailed routing
The routed length per placed instance is 19.1 microns. The routed design has 21600 microns of wire. Per the post-route antenna check, the number of violating nets is 0. Summing over every cut layer, the via total after detailed routing is 5337. The iteration count of the initial detailed-routing pass is 5.

The DRC violation count after routing is 0. The DRC violation total after the first TritonRoute iteration is 271. The via density per instance is 4.74.

Final timing
Hold-check failures listed in the final report amount to 0. The post-route minimum period is 3940 ps. Summed over all failing endpoints, the final setup total negative slack is 0 ps. The final cycle utilization of the critical path is 0.917.

Endpoints with negative setup slack in the final report add up to 0. The maximum clock frequency is 254 MHz. In the post-route analysis, the smallest setup slack over all paths is 355 ps. The remaining max-slew budget at the tightest pin is 0.458. The count of endpoints without a timing constraint is 512. At the pin with the least slew margin, the transition time is 814 ps. The final timing report lists a max-slew violation count of 0.

Setup repair after global routing left no endpoint under its margin. The count of unclocked register or latch pins is 256.

Floorplanning
The total area inside the core boundary comes to 32900 sq um. The die outline width is 186 microns. According to the floorplan report, the total die area is 34500 sq um. For reference, the placement row count at floorplan is 66. For this configuration, the core starts out at a cell density of 0.308.

During I/O placement, the number of pins put on the boundary was 59. According to the floorplan report, the die height is 186 microns.

Global routing
Across every metal layer, demand over resource in global routing totals 0.138. The via count of the first global-routing pass is 5645. The total congestion overflow is 0. The number of antenna violations at the first check in global routing is 2. The maximum number of pins on one net before global-route repair is 66. The first global-routing pass estimated 32800 microns of wire.

Finish
The layout has 3186 filler cells. The footprint of the flip-flops and latches is 7690 sq um. Between the synthesized netlist and the finished layout, the area growth was recorded as 11.9%. Of the cells placed in the final design, the portion with a size suffix greater than 1 is 0.133. The area of the multi-input gates is 2170 sq um.

Worst hold path
Looking at the hold checks, the worst path lands on Data2[0]. The origin of the worst min-delay path is Read2[1]. The cell depth of the worst hold path is 5.

The worst hold path belongs to the class in2out.
## worst max path at each step
stage | endpoint | slack (ps) | depth (start not counted)
CTS | Data1[9] | 360 | 9
global route | Data1[2] | 270 | 6
finish | Data1[2] | 360 | 7
## cell type report
cell class	count	share of cell area
diodes	2	0.000442
inverters	7	0.00254
multi-input cells	319	0.191
flip-flops and latches	256	0.679
well taps	442	0.0488
repair buffers	101	0.0782
## stage by stage
| stage | hold slack (ps) | area [sq um] | total power (W) | utilization | std cells |
|---|---|---|---|---|---|
| floorplan | 2000 | 10100 | 0.000411 | - | 617 |
| global placement | 2740 | 11300 | 0.000632 | 0.344 | 1125 |
| detailed placement | 2750 | 11300 | 0.000636 | 0.344 | 1125 |
| CTS | 2750 | 11300 | 0.000638 | 0.344 | 1125 |
| global route | 2810 | 11300 | 0.000680 | 0.344 | 1125 |
| finish | 2740 | 11300 | 0.000629 | 0.345 | 1127 |
## sequential cells by signal, indices dropped and copies added, names as in the netlist
signal    flops
r4.q         16
r0.saida     16
r4.saida     16
r7.saida     16
r5.saida     16
r6.q         16
r2.q         16
r5.q         16
r0.q         16
r7.q         16
r6.saida     16
r3.q         16
r1.saida     16
r3.saida     16
r1.q         16
r2.saida     16
## where the power goes
group	internal (W)	switching [W]
sequential	0.000210	0.0000160
clock	0.0000000000622	0
combinational	0.000163	0.000240
## layer usage
metal	up-vias	wire length [microns]	GRT usage
met3	23	2850	0.0778
met1	2570	8670	0.187
met5	-	0	0
met2	244	9840	0.209
li1	2500	-	-
met4	0	212	0.0164
## logic make-up after synthesis
kind of cell / after synthesis / share of synthesized area
compound gates: 120 / 0.0801
mux: 57 / 0.0597
flops: 256 / 0.760
buf+inv: 42 / 0.0287
simple gates: 142 / 0.0717
## worst max-delay path: cells and delay by family
family / cells / cell delay (ps)
AND-OR/OR-AND: 2 / 450
buffers and inverters: 3 / 1290
AND/OR/NAND/NOR: 2 / 480
## layout by cell type (no fill, tap or decap), types with 2 or more instances in the layout
master and n:
sky130_fd_sc_hd__and3b_1 2, sky130_fd_sc_hd__nor2b_1 4, sky130_fd_sc_hd__buf_2 3, sky130_fd_sc_hd__diode_2 2
sky130_fd_sc_hd__mux2_2 23, sky130_fd_sc_hd__nand3_1 14, sky130_fd_sc_hd__a211oi_1 2, sky130_fd_sc_hd__nand2_1 20
sky130_fd_sc_hd__and2_1 2, sky130_fd_sc_hd__buf_4 44, sky130_fd_sc_hd__or2b_1 2, sky130_fd_sc_hd__nor2_2 3
sky130_fd_sc_hd__a22o_1 3, sky130_fd_sc_hd__o21ai_0 29, sky130_fd_sc_hd__clkdlybuf4s50_1 54, sky130_fd_sc_hd__nand2b_1 15
sky130_fd_sc_hd__a221o_1 2, sky130_fd_sc_hd__mux2i_1 33, sky130_fd_sc_hd__a22oi_1 10, sky130_fd_sc_hd__edfxtp_1 256
sky130_fd_sc_hd__a221oi_1 5, sky130_fd_sc_hd__inv_1 6, sky130_fd_sc_hd__nor3b_2 3, sky130_fd_sc_hd__nor2_1 51
sky130_fd_sc_hd__a221oi_2 10, sky130_fd_sc_hd__o32a_1 2, sky130_fd_sc_hd__a21oi_1 40, sky130_fd_sc_hd__nor3b_1 17
sky130_fd_sc_hd__a31oi_1 11
Power is estimated from default activity; no workload was simulated.
